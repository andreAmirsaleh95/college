===== /design/flow/run.sh =====
#!/bin/bash
# OpenROAD 26Q1-2900-gdf79404cd8, Yosys 0.63+post, stock flow scripts
make -C /OpenROAD-flow-scripts/flow DESIGN_CONFIG=/design/flow/config.mk WORK_HOME=/design/flow/orfs finish

===== /design/flow/config.mk =====
export PLATFORM = sky130hd
export DESIGN_NAME = DtoEReg
export DESIGN_NICKNAME = DtoEReg
export VERILOG_FILES = /design/flow/design.v
export SDC_FILE = /design/flow/constraint.sdc
export NUM_CORES = 4
export LEC_CHECK = 1
export CORE_UTILIZATION = 30

===== /design/flow/constraint.sdc =====
current_design DtoEReg

set clk_period 1.0
set clk_io_pct 0.2

create_clock -name clk0 -period $clk_period [get_ports {clk}]

set non_clock_inputs [all_inputs -no_clocks]
set_input_delay [expr $clk_period * $clk_io_pct] -clock clk0 $non_clock_inputs
set_output_delay [expr $clk_period * $clk_io_pct] -clock clk0 [all_outputs]

===== /design/flow/design.v =====
module DtoEReg(input wire clk, input wire RegWriteD,
	input wire MemtoRegD, input wire MemWriteD,
	input wire [3:0] ALUControlD, input wire ALUSrcD,
	input wire RegDstD,
	input wire [31:0] RD1, input wire [31:0] RD2,
	input wire [4:0] RsD, input wire [4:0] RtD, input wire [4:0] RdD,
	input wire [31:0] SignImmD, input wire FlushE,
	input wire syscallD,
	output reg RegWriteE, output reg MemtoRegE,
	output reg MemWriteE, output reg [3:0] ALUControlE,
	output reg ALUSrcE, output reg RegDstE,
	output reg [31:0] RD1E, output reg [31:0] RD2E,
	output reg [4:0] RsE, output reg [4:0] RtE,
	output reg [4:0] RdE, output reg [31:0] SignImmE,
	output reg syscallE);
always @(posedge clk)
	begin
	if (FlushE)
		begin
			RegWriteE <= 0;
			MemtoRegE <= 0;
			MemWriteE <= 0;
			ALUControlE <= 3'b0;
			ALUSrcE <= 0;
			RegDstE <= 0;
			RD1E <= 0;
			RD2E <= 0;
			RsE <= 5'b0;
			RtE <= 5'b0;
			RdE <= 5'b0;
			SignImmE <= 0;
			syscallE <= 0;
		end
	else
		begin
			RegWriteE <= RegWriteD;
			MemtoRegE <= MemtoRegD;
			MemWriteE <= MemWriteD;
			ALUControlE <= ALUControlD;
			ALUSrcE <= ALUSrcD;
			RegDstE <= RegDstD;
			RD1E <= RD1;
			RD2E <= RD2;
			RsE <= RsD;
			RtE <= RtD;
			RdE <= RdD;
			SignImmE <= SignImmD;
			syscallE <= syscallD;
		end
end
endmodule

==> metrics.yaml <==
logic_synthesis:
  ys_sh_xor_pct: 0
  synthTopCellsByArea: "dfxtp_1 (75%), nor2b_1 (23%), buf_2 (1.8%)"
  synth_cell_type_count: 4
  post_synthesis_cell_type_with_the_largest_combined_area: "dfxtp_1"
  postSynthSeqShare_pct: 74.6
  synth_stat.cells: 255
  fraction_of_post_synthesis_cell_area_in_the_top_cell_type_by_area_pct: 74.6
  avgSynthCellArea_um2: 12.7
  adder_share_pct: 0
  postSynthCellCount: 255
  synth.cellmix.compoundShare_pct: 0
  ys_chip_area_um2: 3250
  logic_family: "simple AND/OR/NAND/NOR gates"
  synth_simple_gate_area_share_pct: 23.3
  synth_flops: 121
  mux_share_pct: 0
  netlist_area_um2: 3250
  yosys_warnings: 1
clock_network:
  setup_repair_bufs_after_cts: 0
  cts_buffers: 17
  clock_edge_transition_at_the_registers_on_the_reported_setup_and_hold_paths_ps: 60
  cts-htree-levels: 4
  cts.root.buffer_cell: "clkbuf_8"
  number_of_clock_sinks: 121
  cts_tree: "done"
  max-clock-path-buffers: 2
grt:
  met3_global_route_usage_pct: 5.94
  busiest_layer: "met2"
  pin_count_of_the_biggest_net_entering_global_routing: 40
  global_route_wire_length_before_repair_um: 12900
  first_global_vias: 2363
  grt-ovfl-total: 0
  grt_usage_pct: 15.5
  met1_layer_usage_reported_by_global_route_pct: 20.8
  grt_use_met2_pct: 24.5
  grt_antenna_before_repair: 0
min_path:
  worst_hold_path_type: "input pin to register"
  hold_depth: 2
route:
  antenna_cells_inserted: 0
  drtPass1Iterations: 4
  initialDrtViolationCount: 68
  vias_per_cell: 3.90
  drtAntennaViolNets: 0
  remaining_drc_errors: 0
  wirelength_um: 8540
  route.detailed.wl_per_inst_um: 13.0
  num_vias: 2568
power_and_ir_drop:
  total_power_divided_by_cell_area_nw_per_um2: 2060
  power.static_leakage_nw: 2.64
  irDropWorstVdd_mv: 0.985
  total_power_w: 0.0120
outcome:
  violated_checks: "negative setup slack"
  status: "finished with violations"
final_timing:
  finalHoldViolCount: 0
  max-slew-margin-rel_pct: 81.6
  final_period_minus_worst_setup_slack_ps: 1110
  total_of_endpoints_with_negative_setup_slack_in_the_final_report: 121
  layout_setup_ws_ps: -113
  max_freq_mhz: 899
  fin_crit_sh_pct: 111
  worstMarginPinSlew_ps: 275
  tns_ps: -11100
  maxSlewViolCount: 0
  whs_ps: 248
  setup_repair_after_global_routing_missed_its_margin: "true"
place:
  detailed_place.area_um2: 5840
  gpl.final_weighted_congestion: 0.748
  port_buffers: 243
  dp.final_hpwl_um: 6260
  post_place_worst_slack_ps: -0.784
cells_and_area:
  post_route_cells_drive_above_1_share_pct: 31.4
  stdcell_area_um2: 5840
  flow.area_growth_from_synthesis_pct: 80.0
floorplan:
  placement_rows: 37
  io-pin-count: 244
  die_y_um: 106
  core-area_um2: 10400
  fp_util_pct: 31.2
  die_width_um: 106
  dieArea_um2: 11200
setup_path:
  critical_path.cell_chain: "buf_2"
  end_kind: "output port"
  worstPathMaxFanout: 1
  worstPathRequired_ps: 800
  timing.critical_path.max_delay_family: "flip-flops"
  critical_path.slowest_cell: "dfxtp_1"
  crit_arrival_ps: 910
  timing.critical_path.slowest_cell_delay_ps: 300
  worst-path-stages: 1
  worst-path-buf-inv: 1
  timing.setup.critical_path_class: "register to output port"
  critPathLaunchType: "register"
flow_run:
  tally_of_openroad_warnings: 27
  max_cap_viols: 0
[area by class of cell]
class / count / area [um^2]
fill: 913 / 4570
sequential: 121 / 2430
timing repair buffer: 249 / 1900
multi-input combinational: 121 / 757
clock buffer: 18 / 418
clock inverter: 14 / 173
tap: 136 / 170
[Yosys cell counts]
cell type,n
buf_2,12
nor2b_1,121
dfxtp_1,121
buf_4,1
[where the power goes]
part,switching (W),internal (W),total [W]
registers,0.0000503,0.00508,0.00513
clock network,0.00215,0.00380,0.00596
logic,0.000223,0.000711,0.000934
total,0.00243,0.00960,0.0120
[cell families (layout without fill, tap and decap cells)]
family | Yosys count | in the layout
buffers and inverters | 13 | 281
flip-flops | 121 | 121
AND/OR/NAND/NOR | 121 | 121
[worst paths after layout]
check | slack (ps) | end | from
hold / removal | 250 | SignImmE[2] | SignImmD[2]
setup / recovery | -110 | RD2E[7] | RD2E[7]
[timing repair]
action | in CTS | in global routing
endpoints found under the setup margin | 121 | 121
hold endpoints to repair | 4 | 0
resized | 382 | 2
hold buffers | 1 | 0
cloned | 0 | 0
[routing by layer]
layer | routed length (um) | share of wire, %
met4 | 129 | 1.5
met2 | 3900 | 46
met3 | 895 | 10
met1 | 3620 | 42
met5 | 0 | 0
[sequential cells by signal, indices dropped and copies added, names as in the netlist]
register     cells
RD1E            32
RD2E            32
SignImmE        32
RdE              5
RsE              5
RtE              5
ALUControlE      4
ALUSrcE          1
MemWriteE        1
MemtoRegE        1
RegDstE          1
RegWriteE        1
syscallE         1
[through the flow]
step | utilization [%] | instances
3_5_place_dp | 56.1 | 626
6_report | 56.1 | 659
5_1_grt | 56.1 | 659
3_3_place_gp | 56.1 | 626
4_1_cts | 56.1 | 659
2_1_floorplan | - | 255
[cells in the final DEF, fill, tap and decap left out]
cell type and n:
buf_12 2, buf_2 121, buf_4 4, bufinv_16 3, clkbuf_1 1, clkbuf_16 16
clkbuf_8 1, clkdlybuf4s50_1 121, clkinv_2 2, clkinv_4 2, clkinvlp_4 5, dfxtp_1 115
dfxtp_2 6, dlygate4sd3_1 1, inv_6 2, nor2b_1 121
No activity file was given, so power comes from the tool's default toggle rates.
