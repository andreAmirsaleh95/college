==> ./run.sh <==
#!/bin/bash
# OpenROAD 26Q1-2900-gdf79404cd8, Yosys 0.63+post, stock flow scripts
make -C /OpenROAD-flow-scripts/flow DESIGN_CONFIG=/design/flow/config.mk WORK_HOME=/design/flow/orfs finish
==> ./config.mk <==
export PLATFORM = sky130hd
export DESIGN_NAME = branchJumpController
export DESIGN_NICKNAME = branchJumpController
export VERILOG_FILES = /design/flow/design.v
export SDC_FILE = /design/flow/constraint.sdc
export NUM_CORES = 4
export LEC_CHECK = 1
export CORE_AREA = 10 10 148 148
export DIE_AREA = 0 0 158 158
==> ./constraint.sdc <==
current_design branchJumpController

set clk_period 17.2
set clk_io_pct 0.2

create_clock -name clk0 -period $clk_period

set non_clock_inputs [all_inputs -no_clocks]
set_input_delay [expr $clk_period * $clk_io_pct] -clock clk0 $non_clock_inputs
set_output_delay [expr $clk_period * $clk_io_pct] -clock clk0 [all_outputs]
==> ./design.v <==
module branchJumpController(input wire [3:0] branchJumpType, input wire [31:0] RD1,
  input wire [31:0] RD2, input wire [31:0] argOne, input wire [31:0] argTwo,
  input wire [31:0] PCPlus4F, input wire [31:0] PCPlus4D,
  input wire [31:0] jumpAddr, input wire [31:0] signImmD,
  input wire branchD, output reg PCSrcD, output reg [31:0] addrResult);
  always @(PCPlus4F or argOne or argTwo) begin
    case (branchJumpType)
      4'b0000: begin  
          addrResult <= jumpAddr;
          PCSrcD <= 1;
        end
      4'b0001: begin  
          addrResult <= argOne;
          PCSrcD <= 1;
        end
      4'b0010: begin  
          addrResult <= jumpAddr;
          PCSrcD <= 1;
        end
      4'b0011: begin  
           if (argOne == argTwo) begin
            addrResult <= (signImmD << 2) + PCPlus4D;
            PCSrcD <= 0;  
           end
           else begin
            addrResult <= PCPlus4F;
            PCSrcD <= 0;
           end
        end
      4'b0100: begin  
           if (argOne != argTwo) begin
            addrResult <= (signImmD << 2) + PCPlus4D;
            PCSrcD <= 1;
           end
           else begin
            addrResult <= PCPlus4F;
            PCSrcD <= 0;
           end
        end
      default: begin  
          addrResult <= PCPlus4F;
          PCSrcD <= 0;
      end
    endcase
  end
endmodule
==> impl_report.txt <==
RUN METRICS
----------------------------------------------------
[Status]
  Run status ........................ finished clean

[STA]
  Minimum period implied by the final worst setup slack ........................ 10.55 ns
  Worst relative slew slack ........................ 43.1%
  Max-slew violations ........................ 0
  Maximum clock rate ........................ 0.0948 GHz
  Setup_tns ........................ 0 ns
  Cycle use final ........................ 61.4%
  Fin. Hold Viols ........................ 0
  Final Setup Violations ........................ 0
  Setup repair after global routing missed its margin ........................ false
  Slew of the pin with the lowest slew margin ........................ 0.848 ns

[Setup path]
  Worst Path Buf+Inv ........................ 3
  Top cell by count, worst path ........................ sky130_fd_sc_hd__clkdlybuf4s50_1
  WS Path Type ........................ primary input to primary output
  Highest cell delay on the worst timing path ........................ 0.62 ns
  Critical path capture point type ........................ primary output
  Biggest fanout along the worst timing path ........................ 17
  Delay-heaviest family, CP ........................ buffers and inverters
  Critical path data arrival time ........................ 7.11 ns
  Critical path cell sequence ........................ clkdlybuf4s50_1, xnor2_1, nand4_1, nor4_2, nand2_2, mux2i_1, nand3b_2, buf_4, a222oi_1, o21ai_1, clkdlybuf4s50_1
  Crit-path slowest cell ........................ sky130_fd_sc_hd__clkdlybuf4s50_1
  Data required time at the worst endpoint ........................ 13.76 ns
  CP Launch Type ........................ primary input

[Power]
  LEAKAGE ........................ 0.00180 uW
  Maximum resistive drop on vdd ........................ 10.7 uV
  P per Cell Area ........................ 30.2 nW/um2

[Global routing]
  Number of global-route vias before repair ........................ 3763
  Total Routing Usage GR ........................ 12.0%
  Busiest grt layer ........................ met2
  Final global-route overflow total ........................ 0
  Initial antenna violation count ........................ 1
  Global routing met1 resource utilization ........................ 15.8%
  GR Layer Usage met2 ........................ 20.4%
  Met3 layer usage reported by global route ........................ 2.92%
  Pin count of the biggest net entering global routing ........................ 28
  Wire length of the first global-routing pass ........................ 22700 um

[CTS]
  Count of hold buffers inserted by post-cts repair ........................ 0
  Resize count post-CTS ........................ 0
  Postcts setup bufs ........................ 0

[Yosys]
  Synthesized area per cell ........................ 7.45 um2
  Sequential area share after synthesis ........................ 0%
  Post-synthesis cell area ........................ 2490 um2
  Count of synthesis-stage warnings from yosys ........................ 1
  Count of unique library cells instantiated by Yosys ........................ 48
  Synthesized netlist cell count ........................ 334
  Chip area line of the yosys report ........................ 2490 um2
  Yosys stat cell total ........................ 334

[Place]
  Instance area at placement ........................ 5030 um2
  Dpl cells ........................ 786
  Final weighted congestion of routability-driven global placement ........................ 0.813
  Detailed-placement wirelength estimate ........................ 14000 um
  Buffers added on ports ........................ 227

[Detailed routing]
  DRC violations left ........................ 0
  Post-Route WL ........................ 16000 um
  Number of antenna-violating nets in the routed design ........................ 0
  Per-cell via count in the routed design ........................ 4.56
  Total via count after detailed routing ........................ 3587
  Number of detailed-route iterations in the first pass ........................ 7
  Iteration-0 DRC count of the detailed router ........................ 265
  Routed len/inst ........................ 20.3 um

[Run]
  Number of max-capacitance violations reported ........................ 0
  Count of tool warnings ........................ 99

[Layout]
  Seq. cell area ........................ 0 um2
  Relative area change from synthesis to final layout ........................ 102%
  Proportion of layout cells with a drive suffix above 1 ........................ 3.80%
  Clock Buffer Count ........................ 0
  Final Core Density ........................ 26.9%
  Post-route insts no fill ........................ 787
  Post-Layout Inst Area ........................ 5030 um2
  Sequential cell count ........................ 0

[Die]
  FP Util ........................ 13.3%
  Die width ........................ 158 um
  Vertical die dimension ........................ 158 um
  Number of rows created at floorplan ........................ 50
  Floorplan die area ........................ 25000 um2
  Top Ports ........................ 294
  Core outline area ........................ 18700 um2

[Worst hold path]
  Class of the tightest hold or removal check ........................ primary input to primary output
  Worst Hold Depth ........................ 4
  Start point of the worst min-delay path ........................ PCPlus4F[0]
  Hold Crit Endpoint ........................ addrResult[0]

----------------------------------------------------
==> kinds of logic (layout without fill, tap and decap cells) <==
logic type | after synthesis | in the layout | synth area share [%]
mux | 5 | 5 | 2.51
other cells | 0 | 1 | 0
buf+inv | 18 | 236 | 3.77
compound gates | 152 | 152 | 42.1
fa+ha+maj | 30 | 30 | 15.4
xor+xnor | 60 | 60 | 21.1
simple gates | 69 | 69 | 15.1
==> per-stage QoR <==
stage / power [uW] / hold WS [ns] / setup WS (ns)
after floorplan: 67.3 / 6.89 / 8.51
after global placement: 152 / 7.77 / 6.41
after detailed placement: 153 / 7.78 / 6.44
after CTS: 154 / 7.78 / 6.42
after global routing: 166 / 7.82 / 6.30
final: 152 / 7.78 / 6.65
==> Yosys cell counts (4+ instances only) <==
library cell / instances / share of area (%)
sky130_fd_sc_hd__nor2_1: 9 / 1.4
sky130_fd_sc_hd__a222oi_1: 27 / 11
sky130_fd_sc_hd__a21oi_1: 33 / 6.6
sky130_fd_sc_hd__nand3_1: 6 / 1.2
sky130_fd_sc_hd__o211ai_1: 5 / 1.5
sky130_fd_sc_hd__ha_1: 29 / 15
sky130_fd_sc_hd__a21o_1: 9 / 2.7
sky130_fd_sc_hd__o21ai_1: 28 / 5.6
sky130_fd_sc_hd__a22o_1: 4 / 1.4
sky130_fd_sc_hd__xor2_1: 17 / 6.0
sky130_fd_sc_hd__a221o_1: 4 / 1.6
sky130_fd_sc_hd__mux2i_1: 4 / 1.6
sky130_fd_sc_hd__nand4_1: 11 / 2.8
sky130_fd_sc_hd__a211oi_1: 7 / 2.1
sky130_fd_sc_hd__clkbuf_1: 11 / 1.7
sky130_fd_sc_hd__nor3_1: 4 / 0.80
sky130_fd_sc_hd__and3_1: 4 / 1.0
sky130_fd_sc_hd__o21ai_0: 13 / 2.6
sky130_fd_sc_hd__nor2b_1: 4 / 1.0
sky130_fd_sc_hd__nand2_1: 19 / 2.9
sky130_fd_sc_hd__xnor2_1: 43 / 15
==> power breakdown <==
| part | leakage, uW | total [uW] | switching [uW] | internal (uW) |
|---|---|---|---|---|
| combinational | 0.00180 | 152 | 62.9 | 89.0 |
| clock | 0.00000000634 | 0.00000778 | 0 | 0.00000778 |
| sequential | 0 | 0 | 0 | 0 |
| total | 0.00180 | 152 | 62.9 | 89.0 |
==> worst min-delay path, stage by stage <==
cell	delay [ns]
sky130_fd_sc_hd__clkdlybuf4s50_1	0.40
sky130_fd_sc_hd__nand2_1	0.06
sky130_fd_sc_hd__nand2_1	0.04
sky130_fd_sc_hd__clkdlybuf4s50_1	0.40
==> worst max path at each step <==
stage / cells after the start / slack, ns / startpoint / endpoint
CTS: 11 / 6.42 / argOne[8] / addrResult[13]
global route: 11 / 6.30 / argOne[8] / addrResult[13]
finish: 11 / 6.65 / argOne[8] / addrResult[13]
==> final cells by class <==
cell class                 count  area [um2]
antenna                        1        2.50
fill                        2048       13700
inverter                       3        11.3
multi-input combinational    316        2410
tap                          234         293
timing repair buffer         233        2320
==> cell usage in the layout (no fill, tap or decap), drive strengths merged, types with 2 or more instances in the layout <==
cell           Yosys  final
a211oi             7      7
a21o               9      9
a21oi             34     34
a221o              4      4
a222oi            27     27
a22o               4      4
a22oi              2      2
a311oi             3      3
a31o               3      3
a31oi              3      3
and2               2      2
and3               4      4
buf                4      6
clkdlybuf4s50      0    227
ha                29     29
inv                3      3
mux2i              5      5
nand2             20     20
nand3              6      6
nand4             11     11
nor2               9      9
nor2b              4      4
nor3               4      4
nor4               2      2
nor4b              2      2
o211ai             5      5
o21a               3      3
o21ai             41     41
o21bai             3      3
xnor2             43     43
xor2              17     17
==> routing by layer <==
| metal | vias up | wire length (um) |
|---|---|---|
| li1 | 1787 | - |
| met1 | 1649 | 6940 |
| met2 | 147 | 7510 |
| met3 | 4 | 1440 |
| met4 | 0 | 90 |
| met5 | - | 0 |
Power figures rest on the tool's default switching activity, not on a simulated workload.
