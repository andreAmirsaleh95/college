==> design.v <==
module EtoMReg(input wire clk, input wire RegWriteE, input wire MemtoRegE,
	input wire MemWriteE, input wire [31:0] ALUOutE, input wire [31:0] WriteDataE,
	input wire [4:0] WriteRegE, input wire syscallE, output reg RegWriteM, output reg MemtoRegM,
	output reg MemWriteM,	output reg [31:0] ALUOutM,	output reg [31:0] WriteDataM,
	output reg [4:0] WriteRegM, output reg syscallM);
always @(posedge clk)
	begin
		RegWriteM <= RegWriteE;
		MemtoRegM <= MemtoRegE;
		MemWriteM <= MemWriteE;
		ALUOutM <= ALUOutE;
		WriteDataM <= WriteDataE;
		WriteRegM <= WriteRegE;
		syscallM <= syscallE;
	end
endmodule
==> run.sh <==
#!/bin/bash
# OpenROAD 26Q1-2900-gdf79404cd8, Yosys 0.63+post, stock flow scripts
make -C /OpenROAD-flow-scripts/flow DESIGN_CONFIG=/design/flow/config.mk WORK_HOME=/design/flow/orfs finish
==> config.mk <==
export PLATFORM = sky130hd
export DESIGN_NAME = EtoMReg
export DESIGN_NICKNAME = EtoMReg
export VERILOG_FILES = /design/flow/design.v
export SDC_FILE = /design/flow/constraint.sdc
export NUM_CORES = 4
export LEC_CHECK = 1
export CORE_UTILIZATION = 30
==> constraint.sdc <==
current_design EtoMReg

set clk_period 1.0
set clk_io_pct 0.2

create_clock -name clk0 -period $clk_period [get_ports {clk}]

set non_clock_inputs [all_inputs -no_clocks]
set_input_delay [expr $clk_period * $clk_io_pct] -clock clk0 $non_clock_inputs
set_output_delay [expr $clk_period * $clk_io_pct] -clock clk0 [all_outputs]
==> run_results.csv <==
group,metric,value,unit
final_timing,setup_viol,0,
synthesis,ys_warn_count,1,
hold_path,hold_path_end,"ALUOutM[20]",
synthesis,synth_stat.cells,73,
pwr,finalPower,5376,µW
hold_path,min_path_type,"input port to register",
run,warning_count,26,
hold_path,worstHoldPathCells,1,
route,drt_wl_total,3566,µm
cells_and_area,nMultiInputCombCells,0,
cells_and_area,nFillCells,388,
floorplanning,core_area,4692,µm²
final_timing,hold_viol,0,
floorplanning,die_area,5155,µm²
clock_network,path_clk_slew,70,ps
route,num_antenna_cells,0,
clock_network,cts_buffer_depth,2,
placed_design,placed_area,2990,µm²
route,vias,1139,
final_timing,relSlewSlack,93.32,%
synthesis,simple_gate_area_share,0,%
synthesis,common_cells,"dfxtp_1 (73)",
final_timing,min_period,943.1,ps
worst_setup_path,slowest_delay,320,ps
placed_design,numPortBuffers,146,
pwr,peakVddDrop,1.014,mV
floorplanning,fp.dieH,71.80,µm
final_timing,maxSlewViolCount,0,
synthesis,ys.flop_type,"dfxtp_1",
final_timing,grt_setup_unrepaired,"false",
placed_design,place_congestion,0.7642,
synthesis,syn_avg_cell_area,20.02,µm²
synthesis,top_area_share,100.0,%
hold_path,min_from,"ALUOutE[20]",
synthesis,edf_count,0,
synthesis,synth.cell_area,1461,µm²
synthesis,ys_sh_xor,0,%
global_routing,grt_pass1_wl,5375,µm
worst_setup_path,cp_slowest_cell,"dfxtp_2",
cells_and_area,syn_to_final_growth,91.70,%
worst_setup_path,worst_setup_path_start_kind,"register",
route,routed_via_density,3.969,
worst_setup_path,crit_fanout,1,
run,drv_cap,0,
worst_setup_path,crit_path_end_kind,"output port",
worst_setup_path,arrival,740,ps
cells_and_area,final_cells,287,
global_routing,grt_util_all_layers,14.26,%
synthesis,ys_sh_adder,0,%
placed_design,dpl.cell_count,273,
clock_network,postCtsSetupBuffers,0,
clock_network,cts_sinks,73,
floorplanning,floorplan.core_util,31.15,%
route,wl_per_cell,12.43,µm
final_timing,post-route-period-util,94.31,%
route,route.antenna.remaining_nets,0,
final_timing,fmax,1060,MHz
floorplanning,rows,25,
floorplanning,dieWidth,71.80,µm
route,initialDrtViolationCount,16,
worst_setup_path,worst-setup-path-type,"register to output port",
synthesis,yosysTopAreaCell,"dfxtp_1",
cells_and_area,combGateArea,0,µm²
route,drc,0,
clock_network,cts_tree,"done",
worst_setup_path,crit_family,"flip-flops",
synthesis,ys_chip_area,1461,µm²
pwr,p_leak,0.001272,µW
worst_setup_path,cp_num_buf_inv,1,
synthesis,area_leaders,"dfxtp_1 (100%)",
synthesis,yosysMostFrequentCell,"dfxtp_1",
cells_and_area,drive_gt1_share,40.77,%
clock_network,cts_inserted_buffers,9,
worst_setup_path,worstPathRequired,800,ps
clock_network,cts-root-buf,"clkbuf_8",
final_timing,worstMarginPinSlew,100.2,ps
clock_network,htreeDepth,3,
global_routing,antenna_found_initial,0,
synthesis,yosys.stat.seqShare,100.0,%
synthesis,synth.distinct_cells,1,
synthesis,mux_area_share,0,%
worst_setup_path,cp_cell_sequence,"buf_2",
global_routing,grt_max_degree,11,
floorplanning,pin_count,147,
route,drt_pass1_iterations,4,
pwr,powerDensity,1919,nW/µm²
synthesis,aoi_share,0,%
outcome,status,"complete, no violations",
synthesis,ys.flops,73,
synthesis,netlist_instances,73,
global_routing,grt_pass1_vias,1110,
cells_and_area,stdcell_area,2801,µm²
global_routing,gr-total-overflow,0,
final_timing,tns,0,ps
synthesis,ys_async_sr_fraction,0,%
final_timing,holdWs,310.4,ps
power by group:
part | total, µW | leakage, µW | switching [µW] | internal [µW]
clock network | 1880 | 0.0000826 | 869 | 1010
registers | 3100 | 0.000616 | 33.7 | 3070
logic | 391 | 0.000574 | 52.9 | 338
layout make-up:
cell class | count | area (µm²) | share of cell area (%)
tap | 54 | 67.56 | 2.412
sequential | 73 | 1475 | 52.66
clock buffer | 14 | 162.7 | 5.806
timing repair buffer | 146 | 1096 | 39.12
placed cells by master, fill, tap and decap left out:
cell             Yosys  routed
dfxtp_1             73      62
clkbuf_1             0       3
clkbuf_8             0      11
dfxtp_2              0      11
buf_2                0      69
clkdlybuf4s50_1      0      73
clkbuf_2             0       4
logic make-up (layout without fill, tap and decap cells):
| kind of cell | Yosys count | after routing |
|---|---|---|
| buffers and inverters | 0 | 160 |
| flip-flops | 73 | 73 |
metrics by stage:
step / setup WS, ps / util (%)
2_1_floorplan: 538.5 / -
3_3_place_gp: 28.61 / 63.73
3_5_place_dp: 32.11 / 63.73
4_1_cts: 0.5199 / 60.11
5_1_grt: 13.78 / 59.71
6_report: 56.94 / 59.71
sequential cells by signal (all words and copies together) (netlist names):
name,flops
ALUOutM,32
MemWriteM,1
MemtoRegM,1
RegWriteM,1
WriteDataM,32
WriteRegM,5
syscallM,1
timing repair:
| item | in CTS | in global routing |
|---|---|---|
| pin swaps | 0 | 0 |
| gates resized | 225 | 5 |
| hold buffers | 0 | 0 |
| setup endpoints to repair | 73 | 4 |
| hold endpoints to repair | 0 | 0 |
metal layers:
metal  vias up  GRT usage [%]  wire, µm
met3        11          5.706       472
li1        536              -         -
met1       503          19.85      1441
met4         0          3.704        97
met5         -              0         0
met2        89          21.70      1554
worst max path at each step:
stage,from,endpoint,slack [ps],cells past startpoint
CTS,ALUOutM[10],ALUOutM[10],0.5,1
finish,WriteDataM[20],WriteDataM[20],60,1
global route,MemWriteM,MemWriteM,10,1
Power figures rest on the tool's default switching activity, not on a simulated workload.
